$ cat flow/run.sh
#!/bin/bash
# OpenROAD 26Q1-2900-gdf79404cd8, Yosys 0.63+post, stock flow scripts
make -C /OpenROAD-flow-scripts/flow DESIGN_CONFIG=/design/flow/config.mk WORK_HOME=/design/flow/orfs finish
$ cat flow/config.mk
export PLATFORM = sky130hd
export DESIGN_NAME = pp_rf
export DESIGN_NICKNAME = pp_rf
export VERILOG_FILES = /design/flow/design.v
export SDC_FILE = /design/flow/constraint.sdc
export NUM_CORES = 4
export LEC_CHECK = 1
export CORE_UTILIZATION = 40
$ cat flow/constraint.sdc
current_design pp_rf

set clk_period 5.0
set clk_io_pct 0.2

create_clock -name clk0 -period $clk_period [get_ports {clk}]

set non_clock_inputs [all_inputs -no_clocks]
set_input_delay [expr $clk_period * $clk_io_pct] -clock clk0 $non_clock_inputs
set_output_delay [expr $clk_period * $clk_io_pct] -clock clk0 [all_outputs]
$ cat flow/design.v
module pp_rf(rs1,rs2,rd,writedata,regwrite,rd1,rd2,clk);
input [4:0] rs1,rs2,rd;
input [31:0] writedata;
input regwrite,clk;
output [31:0] rd1,rd2;
reg [31:0] rf [31:0];
reg [31:0] rd1,rd2;
integer i;
initial 
begin
  for(i=0; i<32; i=i+1)
 begin
 rf[i] = i;
 end
end
always @(posedge clk)
if (regwrite)
 begin
 rf[rd] = writedata;
 end
always@(negedge clk)
begin
rd1 = rf[rs1];
rd2 = rf[rs2];
end
endmodule
==> GITHUB_STEP_SUMMARY <==
### Metrics collected by this job

| Metric | Value |
|---|---|
| Num rows | 129 |
| Pre-antenna DRT Iters | 23 |
| Yosys stat area | 50100 sq um |
| Syn avg cell area | 14.5 sq um |
| Status | complete, no violations |
| Util after Layout | 49.1% |
| Post-synth EDFFs | 1024 |
| Crit path largest cell delay | 450 ps |
| GP Congestion | 0.919 |
| DRC Markers | 0 |
| P_leak | 23.3 nW |
| Die area | 127000 sq um |
| Max Clock Skew | 29.3 ps |
| CP max stage cell | clkdlybuf4s50_1 |
| Num CTS Buffers | 113 |
| Distinct lib cells | 25 |
| Layout cell share with drive strength beyond 1 | 17.1% |
| Initial DRC count | 2214 |
| GRT Total Usage | 26.6% |
| Synth Instances | 3451 |
| Die span in x | 356 um |
| CTS Sinks | 1088 |
| Final Non-Filler Cells | 5616 |
| Clock Root Buffer | clkbuf_16 |
| Via-per-instance ratio | 5.75 |
| Top cells by area | edfxtp_1 61%, mux2i_1 20%, a22oi_1 2.9% |
| Worst IR Drop VDD | 267 uV |
| First-pass GRT wire length | 226 mm |
| H-tree depth | 3 |
| Worst Setup SP | rd2[15] |
| Total routed wirelength | 157 mm |
| Final ANT Viol Nets | 0 |
| Critical path arrival | 3960 ps |
| Pwr Density | 352 nW/um^2 |
| Pin count of the biggest net entering global routing | 50 |
| I/O Pins | 113 |
| Worst-margin pin slew | 798 ps |
| Dominant register cell in the synthesized netlist | edfxtp_1 |
| HP Class | in -> reg |
| Worst-path clk slew | 60 ps |
| Slew Viols, Final | 0 |
| Worst hold start | writedata[4] |
| Critical Path Fanout Max | 1 |
| Wire per inst | 27.9 um |
| Fp util | 40.4% |
| Synth top area share | 61.4% |
| Ys flops | 1088 |
| Crit path buffers/inverters | 1 |
| GRT Residual Overflow | 0 |
| Setup CP Type | reg -> out |
| Filler cells | 10300 |
| RR Startpoint | rf[6][5] |
| FFs w/ async S/R, synth | 0% |
| Tool warnings | 90 |
| Core footprint | 124000 sq um |
| Cell Area, Synth | 50100 sq um |
| Comb area | 16800 sq um |
| Endpoints failing setup | 0 |
| Initial antenna violation count | 8 |
| Final TNS setup | 0 ps |
| Buffers on Ports | 112 |
| Yosys Instances | 3451 |
| Critical-path cell list | clkdlybuf4s50_1 |
| Worst-case clock buffer depth | 3 |
| Cell count after placement | 5335 |
| Crit path DRT | 4000 ps |
| Slew headroom | 46.7% |
| Final hold vios | 0 |
| Vias in the first global route | 33400 |
| Yosys Warn Count | 1 |
| RSZ-0062 raised after global routing | no |
| Cell family contributing the most delay on the critical path | buffers and inverters |
| CTS tree | yes |
| Register share after synthesis | 64.0% |
| Seq. cell area | 32100 sq um |
| Hpwl dp | 98.7 mm |
| Kind of start point of the critical path | flip-flop |
| Insertion delay to the later sink of the worst-skew pair | 700 ps |
| Syn-to-layout area delta | 21.5% |
| Dominant cell type by area after synthesis | edfxtp_1 |
| CP Capture Type | primary output |
| Vias post-DR | 32300 |
| DIE HEIGHT | 356 um |
| Max-cap violations | 0 |
sequential cells by signal (all words and copies together) (netlist names):
register and flops:
rf 1024, rd2 32, rd1 32
final timing paths:
check	end	slack (ps)	cells after the start
worst max-delay path	rd2[15]	40	1
worst min-delay path	rf[7][4]	1130	2
worst max register to register	rd2[5]	900	5
worst min register to register	rd1[2]	3120	4
layout by cell type (no fill, tap or decap), types with 5 or more instances in the layout:
cell             Yosys  routed
clkdlybuf4s50_1      0      53
clkinvlp_2           0       7
clkbuf_8             0       6
clkinv_1             0      12
bufinv_16            0      20
edfxtp_1          1024    1024
dfxtp_4              0      18
dfxtp_1             64      19
dlymetal6s2s_1       0       7
nand2_1            195     193
nand3b_1             5       5
a21oi_1            192     192
dlygate4sd2_1        0      50
nor2_4               0      34
dfxtp_2              0      27
a31oi_1             64      59
mux2i_1           1024    1024
clkbuf_16            0     117
buf_12               0     123
inv_1                1      69
clkinv_2             0      11
clkbuf_1            84      13
a22oi_1            192     192
clkinvlp_4           0       7
a22o_1             128     128
nand3_1            194     192
a31oi_2              0       5
nor3_1              64      64
buf_4               47     268
synth_stat cells, drive strengths merged, types with 5 or more instances:
| master | number |
|---|---|
| dfxtp | 64 |
| nand3b | 5 |
| a22o | 128 |
| nor3 | 64 |
| nand3 | 194 |
| a22oi | 192 |
| clkbuf | 88 |
| mux2i | 1024 |
| a21oi | 192 |
| buf | 165 |
| edfxtp | 1024 |
| nand2 | 195 |
| a31oi | 64 |
| nor2 | 35 |
metrics by stage:
stage | setup WS (ps) | hold slack [ps] | power, mW | cell area (sq um)
3_3_place_gp | -750 | 1830 | 12.5 | 56400
5_1_grt | 1.52 | 1140 | 22.1 | 60800
2_1_floorplan | 299 | 1100 | 11.4 | 50100
4_1_cts | 3.61 | 1090 | 21.5 | 60800
6_report | 43.6 | 1130 | 21.4 | 60800
3_5_place_dp | -753 | 1830 | 12.5 | 56400
area by class of cell:
cell class,count,share of cell area (%)
repair buffers,503,9.14
clock buffers,136,5.03
multi-input cells,2109,27.7
flip-flops and latches,1088,52.8
clock inverters,140,1.96
well taps,1637,3.37
diodes,3,0.0123
power breakdown:
group / internal, mW / leakage (nW) / total [mW] / switching, mW
Sequential: 10.2 / 9.77 / 10.3 / 0.114
Combinational: 0.853 / 11.2 / 1.95 / 1.10
Clock: 5.52 / 2.30 / 9.20 / 3.68
Total: 16.5 / 23.3 / 21.4 / 4.89
metal layers:
layer  global-route usage [%]  wire, um  up-vias
met2                     39.9     73200     1632
li1                         -         -    14500
met4                     7.46      5560       14
met5                        0        97        -
met1                     34.3     57200    15800
met3                     15.2     20800      315
logic make-up after synthesis:
logic type             Yosys count  share of synthesized area [%]
AOI/OAI and AO/OA              576                           7.84
buffers and inverters          254                           3.13
DFF                           1088                           64.0
and+or+nand+nor                509                           4.59
muxes                         1024                           20.5
timing repair:
item	CTS	global route
hold buffers	0	0
setup buffers	3	0
gates resized	111	16
setup endpoints to repair	56	15
Power is estimated from default activity; no workload was simulated.
