==> run.sh <==
#!/bin/bash
# OpenROAD 26Q1-2900-gdf79404cd8, Yosys 0.63+post, stock flow scripts
make -C /OpenROAD-flow-scripts/flow DESIGN_CONFIG=/design/flow/config.mk WORK_HOME=/design/flow/orfs finish
==> config.mk <==
export PLATFORM = sky130hd
export DESIGN_NAME = datamem
export DESIGN_NICKNAME = datamem
export VERILOG_FILES = /design/flow/design.v
export SDC_FILE = /design/flow/constraint.sdc
export NUM_CORES = 4
export LEC_CHECK = 1
export CORE_UTILIZATION = 40
==> constraint.sdc <==
current_design datamem

set clk_period 15.4
set clk_io_pct 0.2

create_clock -name clk0 -period $clk_period [get_ports {clk}]

set non_clock_inputs [all_inputs -no_clocks]
set_input_delay [expr $clk_period * $clk_io_pct] -clock clk0 $non_clock_inputs
set_output_delay [expr $clk_period * $clk_io_pct] -clock clk0 [all_outputs]
==> design.v <==
module datamem(mem_addr,write_data,clk,memwrite,read_data);
input [31:0] mem_addr,write_data;
input clk,memwrite;
output [31:0] read_data;
reg [7:0] ram_dm [63:0];
integer i;
initial 
begin
 for(i=0; i<64; i=i+1) 
 ram_dm[i] = i;
end
assign read_data = {ram_dm[mem_addr+3],ram_dm[mem_addr+2],ram_dm[mem_addr+1],ram_dm[mem_addr]};
always @(posedge clk)
begin
 if (memwrite)
 {ram_dm[mem_addr+3],ram_dm[mem_addr+2],ram_dm[mem_addr+1],ram_dm[mem_addr]} = write_data;
end
endmodule 
==> reports/results.ini <==
[sta]
unrepaired_setup_endpoints_after_global_routing=false
post-route-period-util_pct=74.13
layout_min_cycle_time_ps=11420
setup_viol=0
final_hold_vio_count=0
max_clock_freq_ghz=0.08759
worst_slew_margin_rel_pct=21.30
fin_setup_tns_ps=0
worst_slew_pin_slew_ps=1151
final-max-slew-violation-count=0

[global_route]
grt.overflow.total=0
grt_use_total_pct=42.65
grt_start_max_net_pins=58
first_pass_grt_wire_length_mm=362.0
grt_pass1_vias=43370
grt_antenna_before_repair=31

[synth]
synth-seq-cells=512
synth.distinct_cells=86
post_synth_main_area_contributors=sky130_fd_sc_hd__edfxtp_1 30%, sky130_fd_sc_hd__mux4_2 21%, sky130_fd_sc_hd__mux2i_1 13%
yosys-stat-area_um2=51580
mappedNetlistArea_um2=51580
synth.cells.most_frequent=681 x sky130_fd_sc_hd__mux2i_1, 644 x sky130_fd_sc_hd__nand2_1, 512 x sky130_fd_sc_hd__edfxtp_1
synth-main-ff-cell=sky130_fd_sc_hd__edfxtp_1
synth-seq-area-share_pct=29.81
synth-cells-yosys=4757
synth_largest_type_area_fraction_pct=29.81
yosys.cell_count.top_type=sky130_fd_sc_hd__mux2i_1
syn_area_per_cell_um2=10.84
postSynthCellCount=4757
yosys.area.top_type=sky130_fd_sc_hd__edfxtp_1
yosysWarningCount=1
enable_flop_cells=512
synth-async-reset-ratio_pct=0

[finish]
fillers=11610
drive_gt1_share_pct=30.55
area.growth.synth_to_final_pct=8.985
final_core_util_pct=44.03
largest_reg_flops=512

[floorplanning]
placeableCoreArea_um2=127700
die_width_um=361.1
rows=131
floorplan.die.height_um=361.1
fp_util_pct=40.40
floorplan.die_area_um2=130400
floorplan.io_pins=98

[power]
leakagePower_uw=0.01975
power-per-cell-area_nw_per_um2=83.45
finalPower_uw=4691
ir_worst_vdd_mv=0.08225

[setup_path]
worstSetupPathType=in -> out
critical_path.slowest_cell=sky130_fd_sc_hd__a2111oi_0
worst-endpoint-arrival_ps=8340
cp_slowest_stage_delay_ps=1000
crit_fanout=47
crit_end_element=primary output
crit_path_start_kind=primary input
critical_path.cell_chain=buf_8 > inv_2 > ha_4 > clkinv_2 > buf_4 > nand2_1 > buf_4 > a21oi_1 > a2111oi_0 > a221oi_1 > a31o_2 > clkdlybuf4s50_1
cp_common_cell=sky130_fd_sc_hd__buf_4
worst-endpoint-required_ps=12320

[clock_tree]
ctsHoldBuffers=0
htree_num_levels=3
cts_sinks=512
clk_pin_slew_worst_paths_ps=60
total_clock_buffers_created_by_cts=68
cts_repair_resize_count=0
max_root_sink_buffers=3
postCtsSetupRepairBufs=0
clock_tree_from_tritoncts=yes
cts-root-buf=sky130_fd_sc_hd__clkbuf_16

[detailed_routing]
routed_wl_mm=264.1
dr.first_iter.drc_count=4977
route.detailed.drc=0
drt_via_density=7.195
drt_pass1_iterations=6
routed_wire_length_per_instance_um=41.92
dr_total_vias=45330
ant_nets=0

[placement]
detailed_placement_hpwl_mm=183.9
io_buffer_count=71
final_weighted_congestion_of_routability_driven_global_placement=1.162

[hold_path]
hold_path.class=in -> reg
hold-path-cell-count=3

[run]
maxCapViolCount=0
warning_count=55

[outcome]
outcome=complete, no violations

[logic make-up (layout without fill, tap and decap cells)]
kind of cell               after synthesis  count (layout)  share of synthesized area [%]
DFF                                    512             512                          29.81
other                                    0              22                              0
xor gates and xnor gates                19              19                         0.3954
and+or+nand+nor                       1100            1100                          9.800
AOI/OAI and AO/OA                      931             931                          11.06
buffers and inverters                  586             445                          4.902
muxes                                 1603            1603                          43.89
adders and majority gates                6               6                         0.1455
[path summary, 6_finish.rpt]
check            from             to  slack [ps]
min    write_data[29]  ram_dm[62][5]        2950
max       mem_addr[0]  read_data[15]        3980
[per-stage QoR]
| stage | cells | instance area, µm² | worst slack, ps | hold slack (ps) |
|---|---|---|---|---|
| final | 6300 | 56220 | 3984 | 2949 |
| after global routing | 6282 | 56170 | 3953 | 2985 |
| after CTS | 6278 | 56160 | 4273 | 2934 |
| after detailed placement | 6161 | 53910 | 4295 | 3642 |
| after global placement | 6161 | 53910 | 4300 | 3642 |
| after floorplan | 4757 | 51580 | 5784 | 3560 |
[power breakdown]
group / switching, µW / internal (µW)
Combinational: 859 / 491
Sequential: 66.5 / 1600
Clock: 705 / 975
[routing by layer]
| layer | GRT usage (%) | wire [µm] |
|---|---|---|
| met1 | 51.18 | 88150 |
| met5 | 7.695 | 1753 |
| met3 | 32.15 | 49580 |
| met4 | 21.99 | 18260 |
| met2 | 55.35 | 106300 |
[worst max-delay path: cells and delay by family]
kind	cells	cell delay, ps
buffers and inverters	6	2690
AND-OR/OR-AND	4	1670
adder cells (fa/ha/maj)	1	610
AND/OR/NAND/NOR	1	120
[cell type report]
class	instances	area, µm²	area share [%]
Antenna cell	22	55.05	0.09793
Clock buffer	76	1753	3.118
Clock inverter	41	498.0	0.8858
Inverter	11	45.04	0.08012
Tap cell	1662	2079	3.699
Timing Repair Buffer	317	2467	4.389
Sequential cell	512	15370	27.35
Multi-Input combinational cell	3659	33940	60.38
[cells in the final DEF (no fill, tap or decap), types with 8 or more instances in the layout]
master,instances
sky130_fd_sc_hd__a211oi_1,38
sky130_fd_sc_hd__a211oi_4,11
sky130_fd_sc_hd__a21o_1,101
sky130_fd_sc_hd__a21oi_1,98
sky130_fd_sc_hd__a22oi_1,13
sky130_fd_sc_hd__a31oi_1,11
sky130_fd_sc_hd__and2_1,16
sky130_fd_sc_hd__and3_1,16
sky130_fd_sc_hd__buf_4,278
sky130_fd_sc_hd__bufinv_16,9
sky130_fd_sc_hd__clkbuf_16,69
sky130_fd_sc_hd__clkdlybuf4s50_1,33
sky130_fd_sc_hd__clkinv_1,16
sky130_fd_sc_hd__clkinv_2,8
sky130_fd_sc_hd__diode_2,22
sky130_fd_sc_hd__edfxtp_1,512
sky130_fd_sc_hd__mux2_2,439
sky130_fd_sc_hd__mux2i_1,681
sky130_fd_sc_hd__mux4_2,483
sky130_fd_sc_hd__nand2_1,642
sky130_fd_sc_hd__nand2b_1,14
sky130_fd_sc_hd__nand3_1,53
sky130_fd_sc_hd__nand4_1,22
sky130_fd_sc_hd__nor2_1,174
sky130_fd_sc_hd__nor2_4,14
sky130_fd_sc_hd__nor2b_1,8
sky130_fd_sc_hd__nor3_1,21
sky130_fd_sc_hd__nor3_2,10
sky130_fd_sc_hd__nor4_2,8
sky130_fd_sc_hd__nor4_4,8
sky130_fd_sc_hd__o211ai_1,15
sky130_fd_sc_hd__o21ai_0,371
sky130_fd_sc_hd__o21ai_1,84
sky130_fd_sc_hd__o22ai_1,112
sky130_fd_sc_hd__or3_1,18
sky130_fd_sc_hd__or4_1,34
Power is estimated from default activity; no workload was simulated.
