File: run.sh
#!/bin/bash
# OpenROAD 26Q1-2900-gdf79404cd8, Yosys 0.63+post, stock flow scripts
make -C /OpenROAD-flow-scripts/flow DESIGN_CONFIG=/design/flow/config.mk WORK_HOME=/design/flow/orfs finish
File: config.mk
export PLATFORM = sky130hd
export DESIGN_NAME = decode_reg
export DESIGN_NICKNAME = decode_reg
export VERILOG_FILES = /design/flow/design.v
export SDC_FILE = /design/flow/constraint.sdc
export NUM_CORES = 4
export LEC_CHECK = 1
export CORE_AREA = 10 10 173 173
export DIE_AREA = 0 0 183 183
File: constraint.sdc
current_design decode_reg

set clk_period 1.0
set clk_io_pct 0.2

create_clock -name clk0 -period $clk_period [get_ports {clk}]

set non_clock_inputs [all_inputs -no_clocks]
set_input_delay [expr $clk_period * $clk_io_pct] -clock clk0 $non_clock_inputs
set_output_delay [expr $clk_period * $clk_io_pct] -clock clk0 [all_outputs]
File: design.v
module decode_reg(clk,regwi,memwi,jmpdi,brhdi,alusrci,resrci,aluctrli,rd1i,rd2i,pcdi,immexti,pcp4i,instr,rd1o,rd2o,pcdo,immexto,pcp4o,rd,regwo,memwo,jmpdo,brhdo,alusrco,resrco,aluctrlo);
input clk,regwi,memwi,jmpdi,brhdi,alusrci;
input [1:0] resrci;
input [2:0] aluctrli;
input [31:0] rd1i,rd2i,pcdi,immexti,pcp4i,instr;
output [31:0] rd1o,rd2o,pcdo,immexto,pcp4o;
output [4:0] rd;
output regwo,memwo,jmpdo,brhdo,alusrco;
output [1:0] resrco;
output [2:0] aluctrlo;
reg [31:0] rd1o,rd2o,pcdo,immexto,pcp4o;
reg [4:0] rd;
reg regwo,memwo,jmpdo,brhdo,alusrco;
reg [1:0] resrco;
reg [2:0] aluctrlo;
always@(posedge clk)
begin
rd1o = rd1i;
rd2o = rd2i;
pcdo = pcdi;
immexto = immexti;
pcp4o = pcp4i;
rd = instr[11:7];
regwo = regwi;
memwo = memwi;
jmpdo = jmpdi;
brhdo = brhdi;
alusrco = alusrci;
resrco = resrci;
aluctrlo = aluctrli;
end
endmodule
==> flow_summary.toml <==
# implementation run metrics
[global_routing]
number_of_antenna_violations_at_the_first_check_in_global_routing = 0
grt_pass1_vias = 2906
global_route.usage.met2_pct = 11.4
most_crowded_layer_gr = "met2"
grt_use_met3_pct = 5.27
grt_pass1_wl_um = 18000
grt_max_degree = 17
grt_overall_usage_pct = 7.06
grt_overflow_total = 0
grt.met1_usage_pct = 7.45

[routing]
drc_markers = 0
antenna_violating_nets_post_route = 0
route.detailed.wl_per_inst_um = 14.0
via_count = 2619
drt_pass1_iterations = 3
antenna_cells_inserted = 0
vias_per_cell = 2.94
postRouteWirelength_um = 12500
drt_iter0_markers = 26

[worst_setup_path]
critical_path_top_delay_cell = "sky130_fd_sc_hd__dfxtp_2"
worstPathBufferInverterCount = 1
crit_path_cell_trace = "buf_2"
critPathKind = "register to primary output"
category_of_cells_accounting_for_the_largest_share_of_critical_path_delay = "flip-flops"
cp_data_required_time_ps = 800
worst-path-max-fanout = 1
setup.worst_path.end_class = "primary output"
worstPathArrival_ps = 840
critical-path-max-stage-delay_ps = 320
critPathLaunchType = "register"

[yosys]
ys_cells = 175
post_synth_inst_count = 175
yosys-stat-area_um2 = 3500
synth_seq_share_pct = 100
mappedNetlistArea_um2 = 3500
numSynthFlops = 175
synth.distinct_cells = 1
ys.warnings.count = 1
synth.avg_cell_area_um2 = 20.0

[final_layout]
fillerInstances = 2737
post_route_design_area_um2 = 7170
final-comb-area_um2 = 0
sequential_cell_area_um2 = 3530
final_cell_count_no_fill = 891
layout_top_cell_excl_fill_tap = "sky130_fd_sc_hd__clkdlybuf4s50_1"
comb_cells = 0
layout-drive-gt1-share_pct = 40.5
finalCoreUtilization_pct = 27.4
layout_top_cells = "175 x sky130_fd_sc_hd__clkdlybuf4s50_1, 173 x sky130_fd_sc_hd__buf_2, 155 x sky130_fd_sc_hd__dfxtp_1"
area_growth_from_synthesis_to_layout_pct = 105

[power]
internal_power_summed_over_all_cells_mw = 11.9
power.sequential.fraction_pct = 49.4
switching_power_mw = 3.12
cellLeakagePower_nw = 3.13
switching_share_pct = 20.8
worst_ir_drop_on_vdd_v = 0.000999
power.density_cell_area_nw_per_um2 = 2090
power_frac_comb_pct = 6.6
clock_power_share_pct = 44.0

[clocking]
clock_tree_from_tritoncts = "done"
cts_num_sinks = 175
numCtsBuffers = 17
clkTransAtPathRegs_ps = 70
cts_max_level = 4
cts_max_path_buffers = 2
clockRootBuffer = "sky130_fd_sc_hd__clkbuf_16"
postCtsSetupBuffers = 0

[final_timing]
setup_repair_after_global_routing_missed_its_margin = "true"
timing.final.crit_share_pct = 104
slew_headroom_pct = 88.4
endpoints_failing_hold = 0
worst_slew_pin_slew_ps = 174
layout_setup_ws_ps = -39.1
finalMaxSlewViolations = 0
setup_tns_ps = -2190
highest_clock_rate_ghz = 0.962
shortest_period_the_worst_path_allows_ps = 1040
setup_violations = 164

[floorplanning]
initial_core_util_pct = 13.4
chipWidth_um = 183
core-area_um2 = 26100
die_height_um = 183
row_count = 59
io-pin-count = 378
floorplan.die_area_um2 = 33500

[outcome]
status = "finished with violations"
violations = "setup timing"

[run]
max-cap-violations = 0
stage_log_warnings = 54

[placed_design]
placement.io_buffers = 350
placed_cells_incl_taps = 860
placement.cell_area_um2 = 7430
gp_congestion = 0.736
dp_hpwl_um = 10200

[min_path]
min_path_type = "primary input to register"
-- final timing paths --
check	from	end	slack (ps)	cells past startpoint
worst max-delay path	rd2o[2]	rd2o[2]	-40	1
worst min-delay path	rd1i[25]	rd1o[25]	210	1
-- power by group through the flow --
stage         combinational, mW  clock, mW  sequential, mW
finish                    0.985       6.61            7.42
global route               1.08       7.22            7.46
CTS                        1.01       6.94            7.42
-- routing by layer --
metal	routed length (um)	vias up
met5	0	-
met4	186	0
met3	2220	10
met2	5620	219
met1	4480	1111
li1	-	1279
-- synth_stat cells --
cell | count | area share [%]
sky130_fd_sc_hd__dfxtp_1 | 175 | 100
-- cells by family (layout without fill, tap and decap cells) --
logic type / Yosys count / after routing / synth area share [%]
buf+inv: 0 / 381 / 0
flops: 175 / 175 / 100
-- flip-flops by register name, summed over array words and instances (netlist names) --
signal,flops
immexto,32
pcdo,32
pcp4o,32
rd1o,32
rd2o,32
rd,5
aluctrlo,3
resrco,2
alusrco,1
brhdo,1
jmpdo,1
memwo,1
regwo,1
-- final cells by class --
cell class            count  area share [%]
clock buffer             18            5.98
clock inverter           13            2.15
sequential              175            49.2
tap                     335            5.85
timing repair buffer    350            36.8
-- metrics by stage --
stage	hold WS (ps)	power (mW)	worst slack, ps
after floorplan	228	7.49	538
after global placement	648	8.95	-0.0492
after detailed placement	652	8.95	-1.70
after global routing	181	15.8	-96.0
final	213	15.0	-39.1
after CTS	182	15.4	-78.2
-- what timing repair did --
| action | CTS | global route |
|---|---|---|
| resized | 562 | 12 |
| setup endpoints to repair | 175 | 175 |
| hold buffers | 0 | 0 |
Power figures rest on the tool's default switching activity, not on a simulated workload.
